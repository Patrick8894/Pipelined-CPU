`/design/flow/run.sh`:
```
#!/bin/bash
# OpenROAD 26Q1-2900-gdf79404cd8, Yosys 0.63+post, stock flow scripts
make -C /OpenROAD-flow-scripts/flow DESIGN_CONFIG=/design/flow/config.mk WORK_HOME=/design/flow/orfs finish
```
`/design/flow/config.mk`:
```
export PLATFORM = sky130hd
export DESIGN_NAME = ID_EXReg
export DESIGN_NICKNAME = ID_EXReg
export VERILOG_FILES = /design/flow/design.v
export SDC_FILE = /design/flow/constraint.sdc
export NUM_CORES = 4
export LEC_CHECK = 1
export CORE_UTILIZATION = 30
```
`/design/flow/constraint.sdc`:
```
current_design ID_EXReg

set clk_period 1.0
set clk_io_pct 0.2

create_clock -name clk0 -period $clk_period [get_ports {clk_i}]

set non_clock_inputs [all_inputs -no_clocks]
set_input_delay [expr $clk_period * $clk_io_pct] -clock clk0 $non_clock_inputs
set_output_delay [expr $clk_period * $clk_io_pct] -clock clk0 [all_outputs]
```
`/design/flow/design.v`:
```
module ID_EXReg(clk_i, RegWrite_i, MemtoReg_i, MemRead_i, MemWrite_i, ALUop_i, ALUsrc_i, rs1_i, rs2_i, imm_i, func7_i, func3_i, ID_rs1_i, ID_rs2_i, rd_i, stall_i, RegWrite_o, MemtoReg_o, MemRead_o, MemWrite_o, ALUop_o, ALUsrc_o, rs1_o, rs2_o, imm_o, func7_o, func3_o, EX_Rs1, EX_Rs2, rd_o);
input clk_i;
input RegWrite_i;
input MemtoReg_i;
input MemRead_i;
input MemWrite_i;
input [1:0] ALUop_i;
input ALUsrc_i;
input [31:0] rs1_i;
input [31:0] rs2_i;
input [31:0] imm_i;
input [6:0] func7_i;
input [2:0] func3_i;
input [4:0] ID_rs1_i;
input [4:0] ID_rs2_i;
input [4:0] rd_i;
input stall_i;
output reg RegWrite_o;
output reg MemtoReg_o;
output reg MemRead_o;
output reg MemWrite_o;
output reg [1:0] ALUop_o;
output reg ALUsrc_o;
output reg [31:0] rs1_o;
output reg [31:0] rs2_o;
output reg [31:0] imm_o;
output reg [6:0] func7_o;
output reg [2:0] func3_o;
output reg [4:0] EX_Rs1;
output reg [4:0] EX_Rs2;
output reg [4:0] rd_o;
always @ (posedge clk_i)
begin
	if(stall_i == 0) begin
		RegWrite_o <= RegWrite_i;
		MemtoReg_o <= MemtoReg_i;
		MemRead_o <= MemRead_i;
		MemWrite_o <= MemWrite_i;
		ALUop_o <= ALUop_i;
		ALUsrc_o <= ALUsrc_i;
		rs1_o <= rs1_i;
		rs2_o <= rs2_i;
		imm_o <= imm_i;
		func7_o <= func7_i;
		func3_o <= func3_i;
		EX_Rs1 <= ID_rs1_i;
		EX_Rs2 <= ID_rs2_i;
		rd_o <= rd_i;
	end
end
endmodule
```
==> impl_metrics.py <==
# Flow results
metrics = {
    "run_status": {
        "status": "finished with violations",
        "failed_checks": "setup timing",
    },
    "timing": {
        "final-hold-violation-count": 0,
        "rsz0062_at_grt": "true",
        "fin_crit_sh": 1.15,
        "holdWs_ps": 342,
        "min_period_ps": 1150,
        "relSlewSlack": 0.824,
        "max_freq_mhz": 871,
        "setup_violations": 128,
        "worst_slack_ps": -147,
        "slew_violations": 0,
        "tightest_slew_ps": 264,
    },
    "critical_path": {
        "setup.worst_path.class": "reg2out",
        "critPathBufInv": 1,
        "startpoint_type": "register",
        "cpMaxStageDelayCell": "edfxtp_1",
        "path_depth": 1,
        "worstSetupEndpointType": "output port",
        "crit_path_start": "imm_o[15]",
        "cp_max_fo": 1,
        "path_cells": "buf_2",
        "crit_required_ps": 800,
        "cpPeakStageDelay_ps": 410,
        "worstPathArrival_ps": 950,
        "cp_top_family": "flip-flops",
    },
    "floorplanning": {
        "die-height_um": 115,
        "core_area_um2": 12600,
        "io_pins": 258,
        "dieWidth_um": 115,
        "fp_util": 0.306,
        "die_area_um2": 13300,
        "rows": 41,
    },
    "routing": {
        "vias_per_cell": 3.92,
        "firstDrtPassIters": 4,
        "vias": 2353,
        "dr.first_iter.drc_count": 153,
        "drc": 0,
        "diodes": 0,
        "ant_nets": 0,
        "wl_um": 9780,
        "wl_per_cell_um": 16.3,
    },
    "cells_and_area": {
        "fin_cells": 601,
        "final_cell_mix": "edfxtp_1, clkdlybuf4s50_1, buf_2, clkbuf_16",
        "multi_input_comb_cells": 0,
        "combGateArea_um2": 0,
        "drive_above_1_share": 0.387,
        "area_growth_pct": 76.5,
        "final_area_um2": 6790,
        "fillers": 1029,
    },
    "clock_tree": {
        "cts_root_buffer": "clkbuf_16",
        "clk_pin_slew_worst_paths_ps": 50,
        "htreeDepth": 4,
        "hold_buffers": 0,
        "cts_buffers": 17,
        "cts.sink_count": 128,
        "cts_buffer_depth": 2,
        "cts_tree": "built",
    },
    "placement": {
        "numPortBuffers": 257,
        "post-place-cells": 569,
        "place.gp.congestion": 0.831,
        "placed_area_um2": 6780,
        "post-dp-hpwl_um": 7660,
    },
    "yosys": {
        "ys_area_um2": 3850,
        "syn-cell-area_um2": 3850,
        "synth_seq_share": 0.999,
        "ys_types": 2,
        "ys_warn_count": 1,
        "ys_cells": 129,
        "ys_seq_elements": 128,
        "synthCells": 129,
        "syn_area_per_cell_um2": 29.8,
    },
    "power_and_ir_drop": {
        "p_per_area_nw_per_um2": 2090,
        "ir_worst_vdd_v": 0.00114,
        "finalPower_uw": 14200,
        "p_leak_uw": 0.00265,
    },
    "job": {
        "tool_warnings": 28,
        "cap_viol_max_count": 0,
    },
    "global_routing": {
        "antenna_found_initial": 0,
        "grt_max_degree": 50,
        "grt_overflow_total": 0,
        "grt_pass1_wl_um": 13600,
        "track_usage": 0.155,
        "grt_pass1_vias": 2419,
    },
    "worst_hold_path": {
        "min_from": "imm_i[14]",
        "hold_path.class": "in2reg",
        "min_path_cells": 1,
    },
}
[per-stage QoR]
stage	setup WS (ps)	util	TNS [ps]
3_3_place_gp	-447	0.540	-53230
2_1_floorplan	-1430	-	-183130
6_report	-147	0.540	-10480
4_1_cts	-177	0.540	-14930
3_5_place_dp	-446	0.540	-53500
5_1_grt	-182	0.540	-16640
[area by class of cell]
cell class,instances,area (µm²),share of cell area
Sequential cell,128,3840,0.566
Inverter,1,7.51,0.00111
Timing Repair Buffer,268,2080,0.306
Clock buffer,19,433,0.0637
Tap cell,172,215,0.0317
Clock inverter,13,216,0.0319
[per-layer routing]
layer  vias to the layer above  wire length (µm)  track usage
li1                       1108                 -            -
met1                      1060              3630        0.216
met2                       168              4480        0.225
met3                        17              1450       0.0912
met4                         0               212       0.0312
met5                         -                 0            0
[synthesized netlist by cell type]
library cell,number,area (µm²)
inv_1,1,3.75
edfxtp_1,128,3840
[state kept, by name (all words and copies together), names as in the netlist]
| name | flops |
|---|---|
| RegWrite_o | 1 |
| rs1_o | 32 |
| EX_Rs2 | 5 |
| MemtoReg_o | 1 |
| imm_o | 32 |
| rs2_o | 32 |
| ALUop_o | 2 |
| MemWrite_o | 1 |
| func3_o | 3 |
| MemRead_o | 1 |
| func7_o | 7 |
| ALUsrc_o | 1 |
| rd_o | 5 |
| EX_Rs1 | 5 |
[worst paths after layout]
check                 slack, ps   endpoint
worst max-delay path       -150  imm_o[15]
worst min-delay path        340  imm_o[14]
[where the power goes]
group / internal (µW) / leakage [µW] / total, µW / switching, µW
registers: 6380 / 0.00125 / 6480 / 93.2
clock network: 4630 / 0.000311 / 6690 / 2060
logic: 736 / 0.00109 / 1010 / 271
[timing repair]
| item | in CTS | in global routing |
|---|---|---|
| gates cloned | 0 | 0 |
| resized | 400 | 0 |
| hold endpoints to repair | 0 | 0 |
| setup endpoints to repair | 151 | 128 |
| buffers inserted | 0 | 0 |
[logic make-up after synthesis]
| kind of cell | share of synthesized area |
|---|---|
| DFF | 0.999 |
| buffers and inverters | 0.000975 |
Power and IR drop assume default switching activity.
