==> flow/design.v <==
module ALU(rs1, rs2, ALUCrtl, data_o);
input [31:0] rs1;
input [31:0] rs2;
input [2:0] ALUCrtl;
output reg [31:0] data_o;
reg [4:0] tmp;
always @ (ALUCrtl or rs1 or rs2)
begin
	if (ALUCrtl == 3'b000) begin  
		data_o = rs1 & rs2;
	end
	else if (ALUCrtl == 3'b001) begin  
		data_o = rs1 ^ rs2;
	end
	else if (ALUCrtl == 3'b010) begin  
		data_o = rs1 << rs2;
	end
	else if (ALUCrtl == 3'b011) begin  
		data_o = rs1 + rs2;
	end
	else if (ALUCrtl == 3'b100) begin  
		data_o = rs1 - rs2;
	end
	else if (ALUCrtl == 3'b101) begin  
		data_o = rs1 * rs2;
	end
	else if (ALUCrtl == 3'b110) begin  
		data_o = rs1 + rs2;
	end
	else if (ALUCrtl == 3'b111) begin  
		tmp = {rs2[4:0]};
		data_o = rs1 >> tmp;
	end
end
endmodule
==> flow/run.sh <==
#!/bin/bash
# OpenROAD 26Q1-2900-gdf79404cd8, Yosys 0.63+post, stock flow scripts
make -C /OpenROAD-flow-scripts/flow DESIGN_CONFIG=/design/flow/config.mk WORK_HOME=/design/flow/orfs finish
==> flow/config.mk <==
export PLATFORM = sky130hd
export DESIGN_NAME = ALU
export DESIGN_NICKNAME = ALU
export VERILOG_FILES = /design/flow/design.v
export SDC_FILE = /design/flow/constraint.sdc
export NUM_CORES = 4
export LEC_CHECK = 1
export CORE_UTILIZATION = 40
==> flow/constraint.sdc <==
current_design ALU

set clk_period 21.3
set clk_io_pct 0.2

create_clock -name clk0 -period $clk_period

set non_clock_inputs [all_inputs -no_clocks]
set_input_delay [expr $clk_period * $clk_io_pct] -clock clk0 $non_clock_inputs
set_output_delay [expr $clk_period * $clk_io_pct] -clock clk0 [all_outputs]
==> results.cfg <==
; generated from flow reports
[status]
status = finished, final reports clean

[yosys]
edf_count = 0
ys_warn_count = 1
top_cell_area_share_pct = 33.2
async_reset_ff_share_pct = 0
ys_area_um2 = 24700
synth_cell_types = 88
synth_stat.cells = 3053
yosys.area.top_type = fa_1
synth_area_um2 = 24700
ys.flop_type = dlxtn_1
ys.flops = 32
synth_area_per_cell_um2 = 8.09
postSynthCellCount = 3053
synth.area.top_cells = fa_1 (33%), ha_1 (9.4%), inv_1 (6.7%)

[critical_path]
critPathKind = in2out
crit_required_ps = 17040
cpPeakStageDelay_ps = 750
crit_arrival_ps = 13740
crit_top_cell = fa_1
critPathMaxFanout = 33
endpoint_kind = output port
critPathSlowestCell = a311oi_1
worstSetupStartpointType = input pin

[final_layout]
fin_util_pct = 43.5
final_area_um2 = 26400
nFillCells = 5884
drive_above_1_share_pct = 5.43
fin_cells = 3823
syn2layout_area_growth_pct = 6.86
largest_reg_flops = 32

[grt]
grt_pass1_wl_um = 157000
grt_max_degree = 63
antenna_found_initial = 7
grt_use_total_pct = 36.0
grt_pass1_vias = 23300
grt.overflow.total = 0

[drt]
wire_per_inst_um = 27.5
drt-initial-drc-count = 1648
route.detailed.drc = 0
drt-vias-per-instance = 5.84
detail_route.first_pass.iterations = 8
routed_wirelength_um = 105000
antenna_left = 0
vias = 22300
antennaDiodeCount = 0

[clock_network]
cts_resized = 0
hold_buffers = 0
cts_setup_buffers = 0

[final_timing]
setup_viol = 0
max_freq_ghz = 0.0555
final_hold_viol_count = 0
fin_crit_sh_pct = 84.5
tightest_slew_ps = 1130
period_needed_ps = 18000
slew_headroom_pct = 22.3
worst_slack_ps = 3300
untimed_endpoints = 32
rsz0062_at_grt = no
slew_violations = 0
fin_tns_setup_ps = 0
unclocked_regs = 32

[place]
dpl_worst_slack_ps = 3370
dpl.cell_count = 3823
post-dp-hpwl_um = 78300
io_buffers = 99
place_congestion = 1.06
postPlaceCellArea_um2 = 26400

[floorplanning]
initial_core_util_pct = 40.7
die_height_um = 251
die_width_um = 251
fp.coreArea_um2 = 60700
rows = 90
chip_area_um2 = 62800
ioPinCount = 99

[flow_run]
maxCapViolCount = 0
log.warning_count = 63

[pwr]
worst max path at each step:
| stage | cells past startpoint | startpoint | endpoint |
|---|---|---|---|
| 4_1_cts | 27 | rs1[7] | data_o[23] |
| 5_1_grt | 27 | rs1[7] | data_o[23] |
| 6_report | 27 | rs1[7] | data_o[23] |
layout by cell type (no fill, tap or decap), types with 19 or more instances in the layout:
master	instances
xnor2_1	102
nor3_1	40
a21oi_1	126
conb_1	32
o21ai_1	26
inv_1	439
dlxtn_1	32
mux4_2	38
a31oi_1	19
buf_4	75
nor2_1	231
a21o_1	33
fa_1	410
o211ai_1	24
nand2_1	322
o21a_1	21
o21ai_0	99
a211oi_1	31
ha_1	186
xor2_1	32
clkdlybuf4s50_1	93
and2_1	259
nand3_1	32
mux2i_1	54
logic make-up (layout without fill, tap and decap cells):
kind of cell	Yosys count	count (layout)	share of synthesized area, %
simple gates	977	977	18.9
buf+inv	662	619	10.5
fa+ha+maj	596	596	42.6
compound gates	543	543	14.9
xor+xnor	134	134	4.75
mux	108	108	6.38
latches	32	32	1.94
other cells	1	32	0.0152
cell usage after synthesis (28+ instances only):
master,number
inv_1,439
fa_1,410
nand2_1,322
and2_1,259
nor2_1,231
ha_1,186
clkbuf_1,159
a21oi_1,126
xnor2_1,102
o21ai_0,99
mux2i_1,54
nor3_1,40
mux4_2,38
a21o_1,33
dlxtn_1,32
nand3_1,32
xor2_1,32
a211oi_1,31
buf_2,28
worst max-delay path, delay by kind of cell:
kind / cells / cell delay [ps]
AOI/OAI and AO/OA: 7 / 2290
adders and majority gates: 10 / 4320
xor gates and xnor gates: 1 / 450
and+or+nand+nor: 1 / 260
buffers and inverters: 7 / 1760
latches: 1 / 330
area by class of cell:
cell class | count | area, µm² | area share (%)
sequential | 32 | 480 | 1.82
inverter | 447 | 1680 | 6.35
tap | 782 | 978 | 3.71
timing repair buffer | 172 | 1510 | 5.73
multi-input combinational | 2390 | 21800 | 82.4
routing by layer:
metal | vias to the layer above | track usage (%) | part of all wire (%)
met5 | - | 1.00 | 0.12
met4 | 12 | 9.43 | 3.2
met3 | 186 | 13.2 | 10
met2 | 1103 | 54.1 | 45
met1 | 11200 | 50.5 | 42
li1 | 9854 | - | -
